File: /design/flow/config.mk
export PLATFORM = sky130hd
export DESIGN_NAME = systolic_array
export DESIGN_NICKNAME = systolic_array
export VERILOG_FILES = /design/flow/design.v
export SDC_FILE = /design/flow/constraint.sdc
export NUM_CORES = 4
export LEC_CHECK = 1
export CORE_UTILIZATION = 40
File: /design/flow/constraint.sdc
current_design systolic_array

set clk_period 16.1
set clk_io_pct 0.2

create_clock -name clk0 -period $clk_period [get_ports {clk}]

set non_clock_inputs [all_inputs -no_clocks]
set_input_delay [expr $clk_period * $clk_io_pct] -clock clk0 $non_clock_inputs
set_output_delay [expr $clk_period * $clk_io_pct] -clock clk0 [all_outputs]
File: /design/flow/design.v
`timescale 1ns / 1ps
module pe #(
    parameter DATA_WIDTH = 32
) (
    input clk,
    input rst,
    input [DATA_WIDTH-1:0] w,
    input [DATA_WIDTH-1:0] x_in,
    input [DATA_WIDTH-1:0] y_in,
    output reg [DATA_WIDTH-1:0] x_out,
    output reg [DATA_WIDTH-1:0] y_out
);
wire [DATA_WIDTH-1:0] tmp = x_in * w + y_in;
always@(posedge clk) begin
    if (rst) begin
        x_out <= 0;
        y_out <= 0;
    end
    else begin
        x_out <= x_in;
        y_out <= tmp;
    end
end
endmodule
`timescale 1ns / 1ps
module systolic_array#(
    parameter M = 5,
    parameter N = 3,
    parameter K = 4,
    parameter DATA_WIDTH = 32
) (
    input clk,
    input rst,
    input [DATA_WIDTH*N-1:0] X,
    input [DATA_WIDTH*N*K-1:0] W,
    output reg [DATA_WIDTH*K-1:0] Y,
    output valid,
    output done
);
reg [DATA_WIDTH-1:0] X_reg_pipe [N-1:0];
reg [DATA_WIDTH-1:0] Y_reg_pipe [K-1:0];
reg [DATA_WIDTH-1:0] X_reg [K:0][N-1:0];
reg [DATA_WIDTH-1:0] W_reg [K-1:0][N-1:0];
reg [DATA_WIDTH-1:0] Y_reg [K-1:0][N:0];
integer m_cntr;
always@(posedge clk) begin
    if (rst) begin
        valid <= 0;
        done <= 0;
    end
end
genvar i, j;
generate
    for (i = 0; i < N; i = i + 1) begin
        always@(*) X_reg[0][i] = X_reg_pipe[i];
    end
endgenerate
generate
    for (i = 0; i < K; i = i + 1) begin
        for (j = 0; j < N; j = j + 1) begin
            always@(*) W_reg[i][j] = W[(i*N+j+1)*DATA_WIDTH-1:(i*N+j)*DATA_WIDTH];
        end
    end
endgenerate
genvar idx, idy;
generate
    for (idx = 0; idx < N; idx = idx + 1) begin
        pipe #(
            .DATA_WIDTH(DATA_WIDTH),
            .pipes(idx+1)
        )
        pipe
        (
            .clk(clk),
            .rst(rst),
            .D(X[(idx+1)*DATA_WIDTH-1:idx*DATA_WIDTH]),
            .Q(X_reg_pipe[idx])
        );
    end
    for (idy = 1; idy <= K; idy = idy + 1) begin
        pipe #(
            .DATA_WIDTH(DATA_WIDTH),
            .pipes(idy)
        )
        pipe
        (
            .clk(clk),
            .rst(rst),
            .D(Y_reg_pipe[K-idy]),
            .Q(Y[((K-idy)+1)*DATA_WIDTH-1:(K-idy)*DATA_WIDTH])
        );
    end
endgenerate      
genvar r, c;
generate
    for (r = 0; r < K; r = r + 1) begin
        for (c = 0; c < N; c = c + 1) begin
            pe #(
                .DATA_WIDTH(DATA_WIDTH)
            )
            pe
            (
                .clk(clk),
                .rst(rst),
                .w(W_reg[r][c]),
                .x_in(X_reg[r][c]),
                .y_in(Y_reg[r][c]),
                .x_out(X_reg[r+1][c]),
                .y_out(Y_reg[r][c+1])
            );
        end
    end
endgenerate
genvar o;
generate
    for (o = 0; o < K; o = o + 1)
        always@(*) Y_reg_pipe[o] = Y_reg[o][N];
endgenerate
always@(posedge clk) begin
    if (rst) m_cntr <= 0;
    else begin
        m_cntr <= m_cntr + 1;
        if (m_cntr==M+N+K+1) done <= 1;
        if (m_cntr==N+K+1) valid <= 1;
    end
end
endmodule
module pipe #(
    parameter integer DATA_WIDTH = 32,
    parameter integer pipes = 10
)
(
    input clk,
    input rst,
    input wire [DATA_WIDTH-1:0]  D,
    output wire [DATA_WIDTH-1:0]  Q
);
reg [DATA_WIDTH-1:0] regs [pipes-1:0];
always@(posedge clk) begin
    if (rst) begin
        regs[0] <= 0;
    end
    else begin
        regs[0] <= D;
    end
end
assign Q = regs[pipes-1]; 
genvar i;
for (i = 1; i < pipes; i = i + 1) begin
    always@(posedge clk) begin
        if(rst) regs[i] <= 0;
        else regs[i] <= regs[i-1];
    end
end
endmodule
File: /design/flow/run.sh
#!/bin/bash
# OpenROAD 26Q1-2900-gdf79404cd8, Yosys 0.63+post, stock flow scripts
make -C /OpenROAD-flow-scripts/flow DESIGN_CONFIG=/design/flow/config.mk WORK_HOME=/design/flow/orfs finish
==> impl_metrics.ini <==
; physical design summary
[status]
outcome = finished, final reports clean

[floorplanning]
ios = 612
die_area_sq_um = 572000
dieHeight_um = 756.3
core_sq_um = 566000
core.rowCount = 276
initCoreUtil_pct = 40.21
die_x_um = 756.3

[sta]
fmax_mhz = 96.58
finalCritPeriodShare_pct = 64.31
layout_setup_ws_ns = 5.746
fin_worst_skew_ns = 0.09175
setup_tns_ns = 0
slew_viol_final = 0
setup_viol = 0
finalHoldViolations = 0
period_minus_slack_ns = 10.35
relSlewSlack_pct = 31.98
tightest_slew_ns = 1.017
rsz0062_at_grt = no

[logic_synthesis]
ys_sh_simple_pct = 18.42
yosysTopAreaCellShare_pct = 45.21
avgSynthCellArea_sq_um = 9.218
top_cell = inv_1
mux_share_pct = 0.01649
netlist_area_sq_um = 227600
synth-seq-area-share_pct = 10.41
yosysUniqueCellTypes = 86
ys_sh_aoi_pct = 2.328
edf_count = 0
area_leaders = fa_1, dfxtp_1, and2_1, inv_1, ha_1
logic_family = adder cells
async_reset_ff_share_pct = 0
synth-seq-cells = 1184
synth_chip_area_sq_um = 227600
yosys-stat-cells = 24691
yosys_warnings = 187
synth_top_cell_by_area = fa_1
common_cells = inv_1, fa_1, and2_1
flop_cell = dfxtp_1
netlist_instances = 24691
synthXorXnorAreaFrac_pct = 3.879
ys_sh_adder_pct = 53.32

[clocking]
cts-buffers-inserted = 153
path_clk_slew_ns = 0.06
cts_hold_buf = 0
clockBufferDepth = 4
clk_latency_ns = 0.92
htree_levels = 4
cts_sinks = 1184
cts_tree = built
cts_root_buf = clkbuf_16
cts_setup_buffers = 0
cts-resized-gates = 0

[hold_path]
worstHoldPathType = register to register

[critical_path]
r2r_end = genblk5[3].genblk1[0].pe.y_out[29]
required_ns = 16.84
cp-startpoint = W[256]
crit_fanout = 32
critPathArrivalTime_ns = 11.10
critPathCaptureType = register
worstReg2RegStart = genblk5[2].genblk1[0].pe.x_out[19]
rr_worst_depth = 25
startpoint_type = primary input
reg2reg_setup_slack_ns = 8.27
cp-endpoint = genblk5[2].genblk1[2].pe.y_out[30]
criticalPathCategory = primary input to register

[route]
ant_nets = 0
drt_iter0_markers = 5601
avgViaCountPerCell = 4.780
drt-total-wl_um = 615700
drc = 0
wl_per_cell_um = 19.01
num_vias = 154840
dr.pass1.iters = 6

[global_routing]
antenna_found_initial = 89
grt_pass1_vias = 172573
grt_max_degree = 113
grt_util_all_layers_pct = 23.93
overflow = 0
grt_pass1_wl_um = 986200

[pwr]
p_leak_nw = 121.8
powerDensity_nw_per_um2 = 82.59
vdd_ir_drop_max_mv = 0.2659

[place]
dpl.hpwl_um = 482600
dpl_cell_area_sq_um = 242100
place.gp.congestion = 0.9238
pre_cts_ws_ns = 4.831
port_buffers = 605

[finish]
syn2layout_area_growth_pct = 8.740
utilization_pct = 43.73
drive_gt1_share_pct = 3.096
fin_area_sq_um = 247500

[flow_run]
maxCapViolCount = 0
warning_count = 33
kinds of logic after synthesis:
| family | count (synthesis) |
|---|---|
| compound gates | 809 |
| simple gates | 8026 |
| mux | 3 |
| buf+inv | 7044 |
| fa+ha+maj | 6616 |
| other cells | 1 |
| xor+xnor | 1008 |
| flops | 1184 |
worst max-delay path, cell delays in order:
cell             delay [ns]
clkdlybuf4s50_1        0.46
buf_4                  0.38
and2_1                 0.23
fa_1                   0.45
fa_1                   0.47
fa_1                   0.52
inv_1                  0.06
fa_1                   0.53
inv_1                  0.05
fa_1                   0.47
fa_1                   0.51
fa_1                   0.49
inv_1                  0.05
fa_1                   0.47
inv_1                  0.04
ha_1                   0.34
a21o_1                 0.20
a21o_1                 0.17
a21o_1                 0.17
a211oi_1               0.25
o21bai_1               0.11
a221oi_1               0.49
o21ai_1                0.20
a21o_1                 0.21
a21oi_1                0.15
mux2_2                 0.35
area by class of cell:
class,count,area (sq um)
Fill cell,53820,318500
Clock inverter,84,1124
Antenna cell,44,110.1
Clock buffer,190,4188
Tap cell,7506,9392
Multi-Input combinational cell,16464,177500
Sequential cell,1184,23700
Inverter,5848,21950
Timing Repair Buffer,1071,9572
layer usage:
layer	vias to the layer above	routed length [um]	GRT usage, %
met5	-	423	0.1936
met4	60	22650	6.623
met3	902	63190	10.15
met2	5263	291600	37.74
met1	78267	237800	31.29
li1	70348	-	-
state kept, by name (all words and copies together) (netlist names):
register,count
genblk4.pipe.regs,320
genblk5.genblk1.pe.y_out,384
genblk5.genblk1.pe.x_out,288
genblk3.pipe.regs,192
layout by cell type (no fill, tap or decap), drive strengths merged, types with 11 or more instances in the layout:
cell type and n:
clkbuf 190, xnor2 754, nor3 55, a211o 12
clkdlybuf4s50 604, nand2 2920, or2 13, and2 3557
o211ai 19, buf 467, ha 1476, dfxtp 1184
a21o 115, a211oi 47, bufinv 14, nand3 35
clkinv 35, xor2 254, fa 5140, and3 22
a31oi 32, nor2b 897, inv 5874, o21ai 162
o21bai 34, o21a 49, nand4 24, a2111oi 14
nor2 398, diode 44, a21oi 230, o31ai 11
or3 18, nand2b 33
per-stage QoR:
stage / power (mW) / cells / hold WS [ns]
2_1_floorplan: 13.10 / 24692 / 0.4138
3_3_place_gp: 17.09 / 32073 / 0.4185
3_5_place_dp: 17.09 / 32073 / 0.4204
4_1_cts: 20.91 / 32347 / 0.4064
5_1_grt: 22.77 / 32367 / 0.4248
6_report: 20.44 / 32391 / 0.4133
worst min-delay path by stage:
stage / cells past startpoint / slack, ns / start / endpoint
after CTS: 1 / 0.41 / genblk3[2].pipe.regs[0][4] / genblk3[2].pipe.regs[1][4]
after global routing: 1 / 0.42 / genblk4[4].pipe.regs[1][27] / genblk4[4].pipe.regs[2][27]
final: 1 / 0.41 / genblk4[4].pipe.regs[1][26] / genblk4[4].pipe.regs[2][26]
where the power goes:
group	leakage, nW	switching (mW)	internal [mW]
combinational	110	7.82	5.42
sequential	9.69	0.212	3.35
clock	2.58	1.52	2.11
Power is estimated from default activity; no workload was simulated.
